==> design.v <==
module decoder(input logic [31:0] insn,
               output logic [6:0]  opcode,
               output logic [2:0]  funct3,
               output logic [6:0]  funct7,
               output logic [4:0]  rs1, rs2, rd,
               output logic [31:0] imm);
  logic [31:0] imm_Itype, imm_Stype, imm_Btype, imm_Utype, imm_Jtype;
  assign opcode = insn[6:0];
  assign funct3 = insn[14:12];
  assign funct7 = insn[31:25];
  assign rs2 = insn[24:20];
  assign rs1 = insn[19:15];
  assign rd = insn[11:7];
  assign imm_Itype = {{21{insn[31]}}, insn[30:20]};
  assign imm_Stype = {{21{insn[31]}}, insn[30:25], insn[11:7]};
  assign imm_Btype = {{20{insn[31]}}, insn[7], insn[30:25], insn[11:8], 1'b0};
  assign imm_Utype = {insn[31:12], 12'b0};
  assign imm_Jtype = {{12{insn[31]}}, insn[19:12], insn[20], insn[30:21], 1'b0};
  always_comb
    case (opcode[6:2])
      5'b01101, 5'b00101: imm = imm_Utype;
      5'b11011: imm = imm_Jtype;
      5'b11000: imm = imm_Btype;
      5'b11001, 5'b00100, 5'b00000: imm = imm_Itype;
      5'b01000: imm = imm_Stype;
      default: imm = 32'bX;
    endcase
endmodule
==> run.sh <==
#!/bin/bash
# OpenROAD 26Q1-2900-gdf79404cd8, Yosys 0.63+post, stock flow scripts
make -C /OpenROAD-flow-scripts/flow DESIGN_CONFIG=/design/flow/config.mk WORK_HOME=/design/flow/orfs finish
==> config.mk <==
export PLATFORM = sky130hd
export DESIGN_NAME = decoder
export DESIGN_NICKNAME = decoder
export VERILOG_FILES = /design/flow/design.v
export SDC_FILE = /design/flow/constraint.sdc
export NUM_CORES = 4
export LEC_CHECK = 1
export CORE_AREA = 10 10 70 70
export DIE_AREA = 0 0 80 80
==> constraint.sdc <==
current_design decoder

set clk_period 5.2
set clk_io_pct 0.2

create_clock -name clk0 -period $clk_period

set non_clock_inputs [all_inputs -no_clocks]
set_input_delay [expr $clk_period * $clk_io_pct] -clock clk0 $non_clock_inputs
set_output_delay [expr $clk_period * $clk_io_pct] -clock clk0 [all_outputs]
==> ci_impl_report.md <==
### Flow metrics

| Metric | Value |
|---|---|
| First-pass GRT wire length | 4.53 mm |
| CP required | approximately 4200 ps |
| Top Metal Used | met3 |
| Max-Cap Viols | 0 |
| Worst setup EP type | primary output |
| Synth warn | 1 |
| Drt via density | 4.22 |
| Total die size | 6400 um^2 |
| Crit path max fanout | 17 |
| Post-route insts no fill | 195 |
| Post-CTS Setup Repair Bufs | 0 |
| Standard-cell rows | 21 |
| Area leader share | 35.2% |
| P per Cell Area | 81.0 nW/um^2 |
| Vias in the first global route | between 800 and 900 |
| Delay-heaviest family, CP | buffers and inverters |
| Number of instances in the placed design | 195 |
| Most frequent CP cell | clkdlybuf4s50_1 |
| Die height | roughly 80 um |
| Routed WL per cell | 15.8 um |
| Share of cells above drive strength 1 | 3.36% |
| Die W | 80 um |
| Met2 wire length | 1.30 mm |
| Worst path depth | 4 |
| IO Pins | between 90 and 100 |
| Worst slack at placement | between 900 and 1000 ps |
| GPL Wtd Cong | 0.737 |
| Vias post-DR | 822 |
| CP Class | input pin to primary output |
| # clk buffers | 0 |
| Register Area | 0 um^2 |
| CP peak stage delay | 810 ps |
| DRC | 0 |
| Rel. slew slack | 51.5% |
| RSZ-0062 raised after global routing | no |
| Max Freq | approximately 230 MHz |
| Worst hold slack | 2080 ps |
| CTS Hold Bufs | 0 |
| Status | finished clean |
| N_diodes | 0 |
| Crit-path cells | clkdlybuf4s50_1 -> o41ai_1 -> a22o_1 -> clkdlybuf4s50_1 |
| Final worst path period need | about 4300 ps |
| Synth top cells by count | buf_4 (33), a21o_1 (11), nand2_1 (10) |
| Critical Path End | imm[4] |
| Seq cells | 0 |
| Routed wl met3 | around 490 um |
| CP Launch Type | input pin |
| CP Data Arrival Time | 3250 ps |
| Hold WC Path Type | input pin to primary output |
| Cycle use final | roughly 82% |
| Power, Total | 0.113 mW |
| Mapped Area | 704 um^2 |
| Final Util | between 40% and 50% |
| IO Port Bufs | 92 |
| Total gr overflow | 0 |
| Cell type with the largest total area | buf_4 |
| Synthesis-to-layout area growth | 97.3% |
| Initial antenna violation count | 0 |
| P_leak | 0.593 nW |
| Synth top area cells | buf_4 (35%), a21o_1 (12%), o31ai_1 (8.5%), and2b_1 (5.3%), nand2_1 (5.3%) |
| Core Util at FP | between 20% and 30% |
| Wl on met1 | ~1.3 mm |
| Total wire length | 3.08 mm |
| Worst-margin pin slew | 719 ps |
| Design area | 1390 um^2 |
| Largest net degree at the start of global routing | 18 |
| Post-synthesis sequential area ratio | 0% |
| Slowest-stage cell, CP | o41ai_1 |
| Placed Area | 1390 um^2 |
| Tool Warnings | 32 |
| CP bufs+invs | 2 |
| CP startpoint | insn[3] |
| Peak VDD IR | between 0.00002 and 0.00003 V |
| DRT Pass-1 Iters | 2 |
| Pins Over Slew Limit | 0 |
| Antenna viol nets, final | 0 |
| Endpoints failing hold | 0 |
| Core footprint | 3420 um^2 |
| Iter 0 DRT Violations | 31 |
| Worst setup slack after layout | 911 ps |
| Yosys Instances | between 90 and 100 |
| Yosys top cell by instances | buf_4 |
| Fin Setup TNS | 0 ps |
| Post_cts resized | 0 |
| # setup viols final | 0 |
| Area reported by Yosys stat | 704 um^2 |
| Layout fillers | between 300 and 400 |
| Post-synth cell types | 25 |
| Mean Syn Cell Area | around 7.3 um^2 |
| DP HPWL | 2.70 mm |
| Gr usage total | under 10% |
| Gate Count Post-Synth | 96 |
[final cells by class]
cell class                 instances  area [um^2]  area share (%)
inverter                           2         7.51           0.540
multi-input combinational         54          397            28.5
timing repair buffer              93          928            66.8
tap                               46         57.6            4.14
[worst min-delay path by stage]
stage	from	end	slack [ps]	cells after the start
4_1_cts	insn[0]	opcode[0]	2080	0
6_report	insn[0]	opcode[0]	2080	0
5_1_grt	insn[0]	opcode[0]	2080	0
[cell families (layout without fill, tap and decap cells)]
family,Yosys count,in the layout,share of synthesized area [%]
buffers and inverters,42,95,43.7
AOI/OAI and AO/OA,31,31,36.1
muxes,1,1,1.60
and+or+nand+nor,22,22,18.7
[where the power goes]
| group | switching (mW) | internal [mW] |
|---|---|---|
| registers | 0 | 0 |
| logic | 0.0310 | 0.0815 |
| clock network | 0 | 0 |
[cells in the final DEF, fill, tap and decap left out, drive strengths merged]
master,netlist,final
o31ai,8,8
inv,2,2
o31a,2,2
or3b,1,1
mux2,1,1
o32ai,1,1
a21o,11,11
o22ai,1,1
nor2b,2,2
and2b,5,5
nor4b,1,1
buf,39,1
a211oi,1,1
o41ai,1,1
clkdlybuf4s50,0,92
nand4b,1,1
nor2,1,1
a311o,1,1
a22o,4,4
a211o,1,1
nand2,10,10
or4,1,1
[per-layer routing]
metal / track usage, % / vias to the layer above
met5: 0 / -
met3: 4.09 / 0
met4: 0 / 0
met1: 10.3 / 338
li1: - / 428
met2: 14.1 / 56
No activity file was given, so power comes from the tool's default toggle rates.
